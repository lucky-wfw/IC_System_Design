## config.mk

```make
export PLATFORM = sky130hd
export DESIGN_NAME = uart_recv
export DESIGN_NICKNAME = uart_recv
export VERILOG_FILES = /design/flow/design.v
export SDC_FILE = /design/flow/constraint.sdc
export NUM_CORES = 4
export LEC_CHECK = 1
export CORE_AREA = 10 10 108 108
export DIE_AREA = 0 0 118 118
```

## constraint.sdc

```tcl
current_design uart_recv

set clk_period 2.6
set clk_io_pct 0.2

create_clock -name clk0 -period $clk_period [get_ports {sys_clk}]

set non_clock_inputs [all_inputs -no_clocks]
set_input_delay [expr $clk_period * $clk_io_pct] -clock clk0 $non_clock_inputs
set_output_delay [expr $clk_period * $clk_io_pct] -clock clk0 [all_outputs]
```

## design.v

```verilog
module uart_recv(
  input sys_clk,
  input sys_rst_n,
  input uart_rxd,
  output reg uart_done,
  output reg [7:0] uart_data
);
parameter CLK_FREQ = 50000000;
parameter UART_BPS = 9600;
localparam BPS_CNT = CLK_FREQ/UART_BPS;
reg uart_rxd_d0;
reg uart_rxd_d1;
reg [15:0] clk_cnt;
reg [3:0] rx_cnt;
reg rx_flag;
reg [7:0] rxdata;
wire start_flag;
always @(posedge sys_clk, negedge sys_rst_n) begin
  if(!sys_rst_n) begin
    uart_rxd_d0 <= 1'b0;
    uart_rxd_d1 <= 1'b0;
  end
  else begin
    uart_rxd_d0 <= uart_rxd;
    uart_rxd_d1 <= uart_rxd_d0;
  end
end
assign start_flag = uart_rxd_d1 && (~uart_rxd_d0);
always @(posedge sys_clk, negedge sys_rst_n) begin
  if(!sys_rst_n) begin
    rx_flag <= 1'b0;
  end
  else begin
    if(start_flag == 1'b1) begin
      rx_flag <= 1'b1;
    end
    else if((rx_cnt == 4'd9)&&(clk_cnt == BPS_CNT/2)) begin
      rx_flag <= 1'b0;
    end
    else begin
      rx_flag <= rx_flag;
    end
  end
end
always @(posedge sys_clk, negedge sys_rst_n) begin
  if(!sys_rst_n) begin
    clk_cnt <= 16'd0;
    rx_cnt <= 4'd0;
  end
  else if(rx_flag == 1'b1) begin
    if(clk_cnt < (BPS_CNT - 1)) begin
      clk_cnt <= clk_cnt + 1'b1;
      rx_cnt <= rx_cnt;
    end
    else begin
      clk_cnt <= 16'd0;
      rx_cnt <= rx_cnt + 1'b1;
    end
  end
  else begin
    clk_cnt <= 16'd0;
    rx_cnt <= 4'd0;
  end
end
always @(posedge sys_clk, negedge sys_rst_n) begin
  if(!sys_rst_n) begin
    rxdata <= 8'd0;
  end
  else if(rx_flag == 1'b1) begin
    if(clk_cnt == BPS_CNT/2) begin
      case(rx_cnt)
        4'd1: rxdata[0] <= uart_rxd_d1;
        4'd2: rxdata[1] <= uart_rxd_d1;
        4'd3: rxdata[2] <= uart_rxd_d1;
        4'd4: rxdata[3] <= uart_rxd_d1;
        4'd5: rxdata[4] <= uart_rxd_d1;
        4'd6: rxdata[5] <= uart_rxd_d1;
        4'd7: rxdata[6] <= uart_rxd_d1;
        4'd8: rxdata[7] <= uart_rxd_d1;
        default: ;
      endcase
    end
    else begin
      rxdata <= rxdata;
    end
  end
  else begin
    rxdata <= 8'd0;
  end
end
always @(posedge sys_clk, negedge sys_rst_n) begin
  if(!sys_rst_n) begin
    uart_data <= 8'd0;
    uart_done <= 1'b0;
  end
  else if(rx_cnt == 4'd9) begin
    uart_data <= rxdata;
    uart_done <= 1'b1;
  end
  else begin
    uart_data <= 8'd0;
    uart_done <= 1'b0;
  end
end
endmodule
```

## run.sh

```bash
#!/bin/bash
# OpenROAD 26Q1-2900-gdf79404cd8, Yosys 0.63+post, stock flow scripts
make -C /OpenROAD-flow-scripts/flow DESIGN_CONFIG=/design/flow/config.mk WORK_HOME=/design/flow/orfs finish
```

==> CHANGELOG.md <==
### Physical design

* CTS tree: built
* Die Size at ~14000 µm²
* Post-synth EDFFs at 0
* Via count at about 1200
* Worst VDD drop at 204 µV
* Initial antenna violation count at 0
* Setup Skew at between 6 and 7 ps
* Chip area in the Yosys report at 1900 µm²
* Crit end category: flip-flop
* Min cycle time layout at 2190 ps
* Post-CTS sizing at 0
* Tool Warnings at 29
* Longest Clk Path Bufs at 2
* Layout cell share with drive strength beyond 1 at 0.0995
* First-pass DRT Iterations at 4
* Max Cap Viol at 0
* Achievable frequency at 0.457 GHz
* Drt total wl at 3300 µm
* Transition time of the tightest slew-check pin at 692 ps
* Die height at between 100 and 150 µm
* Cell Type Count at 40
* Critical Path Fanout Max at 12
* H-tree depth at 2
* FP Rows at 35
* Period Utilization, post-route at 0.842
* Total power at 0.00145 W
* CTS Buf Count at 5
* Crit path DAT at around 2400 ps
* Drt drc at 0
* Synth Instances at between 150 and 200
* Critical path, cell by cell: or4b_1 -> or4_4 -> nor3b_2 -> mux2i_1
* GR Util met1 at 0.0682
* Hold crit path type: input port to async pin
* GRT overflow at 0
* Min Hold Slack at 262 ps
* First-pass GRT wire length at 5840 µm
* FF-to-FF End: rxdata[0]
* Core ar. at ~9300 µm²
* Mapped Area at 1900 µm²
* CP max stage cell: or4_4
* Dpl hpwl at 2310 µm
* Setup Viol. Count Final at 0
* Drt first-iter violations at 69
* Hold buffers post-CTS at 0
* DR vias/cell at ~3.9
* Async S/R FF share, synth at 1.00
* DRT antenna net count at 0
* RSZ-0062 raised after global routing: no
* WS Path Type: flip-flop to flip-flop
* Gpl congestion at approximately 0.81
* Power Dens Cells at 642 nW/µm²
* Met3 Use GR at 0.0126
* GRT Overall Usage at 0.0478
* Status: finished, final reports clean
* Hold Fails Final Rpt at 0
* Bufs and invs on worst path at 0
* Syn_area_per_cell at 10.9 µm²
* Initial Util at 0.205
* CTS sink cnt at around 40
* WL per Instance at between 10 and 15 µm
* Leak pwr at a little over 0.9 nW
* Reg-to-Reg Start: clk_cnt[7]
* Slew Viols, Final at 0
* R2R setup slack at between 400 and 500 ps
* CP max stage delay at 650 ps
* CP Data Required Time at ~2800 ps
* Area growth from synthesis to layout at 19.0%
* Seq share, synth at 0.527
* Inserted Diodes at 0
* Late-Pin Clk Latency at 280 ps
* Ys flops at 40
* Post-CTS setup buffers at 0
* Top Usage Layer GRT: met2
* Ys cells at 175
* Met2 usage at 0.0717
* Slew HR at 0.539
* Pin count of the biggest net entering global routing at 31
* Yosys warning tally at 1
* Clock Tree Root: clkbuf_8
* Worst-path clk slew at 80 ps
* Port Buf Inserts at 11
* Startpoint Class: flip-flop
* Vias in the first global route at 1219
* TNS Setup at 0 ps
* Reg2reg path depth at 4
* IO Count at 12
* Crit-path leading delay family: simple AND/OR/NAND/NOR gates
* Die width at 118 µm
* Main flop type: dfrtp_1
worst max-delay path by stage:
stage / slack, ps / from / cells after the start / endpoint
4_1_cts: 410 / clk_cnt[10] / 4 / rxdata[1]
5_1_grt: 340 / clk_cnt[7] / 4 / rxdata[1]
6_report: 410 / clk_cnt[7] / 4 / rxdata[0]
worst reg2reg max path: stages (launching register included):
cell	delay, ps
dfrtp_1	450
or4b_1	580
or4_4	650
nor3b_2	250
mux2i_1	190
layout by cell type, fill, tap and decap left out, drive strengths merged, types with 3 or more instances in the layout:
cell / n
nand2: 19
clkdlybuf4s50: 10
nand3: 6
nor3: 3
mux2i: 7
nor2: 14
nor4: 4
o211ai: 5
inv: 9
clkbuf: 6
dfrtp: 40
and2: 8
conb: 3
ha: 6
nand4: 5
buf: 5
o31ai: 4
xnor2: 8
cell families (layout without fill, tap and decap cells):
kind of cell / count (synthesis) / count (layout) / synth area share
simple gates: 73 / 73 / 0.209
flops: 40 / 40 / 0.527
compound gates: 20 / 20 / 0.0955
buf+inv: 18 / 32 / 0.0441
xor+xnor: 10 / 10 / 0.0461
mux: 7 / 7 / 0.0369
fa+ha+maj: 6 / 6 / 0.0395
other cells: 1 / 3 / 0.00197
stage by stage:
step	cell area (µm²)	utilization	cells	worst slack (ps)
floorplan	1910	-	177	454
global placement	2150	0.232	312	473
detailed placement	2150	0.232	312	415
CTS	2260	0.244	320	405
global route	2260	0.244	320	335
finish	2260	0.244	320	411
metal layers:
metal / wire length, µm / vias up
met5: 0 / -
met1: 1710 / 588
met3: 166 / 2
met2: 1380 / 21
li1: - / 637
met4: 40 / 0
synthesized netlist by cell type, types with 2 or more instances:
master | count | area [µm²]
xnor2_1 | 8 | 70.1
o211a_1 | 2 | 20.0
nor3b_2 | 2 | 25.0
xor2_1 | 2 | 17.5
dfrtp_1 | 40 | 1000
and2_1 | 8 | 50.1
clkbuf_1 | 5 | 18.8
nor3_1 | 3 | 15.0
inv_1 | 9 | 33.8
nand3_1 | 6 | 30.0
buf_6 | 2 | 22.5
mux2i_1 | 7 | 70.1
nand2b_1 | 2 | 12.5
nand4_1 | 5 | 31.3
o211ai_1 | 5 | 37.5
nor2_1 | 14 | 52.6
nand2_1 | 19 | 71.3
o31ai_1 | 4 | 30.0
o22ai_1 | 2 | 12.5
and3_1 | 2 | 12.5
ha_1 | 6 | 75.1
nor4_1 | 4 | 25.0
registers in the layout, summed over array words and instances, names as in the netlist:
signal       flops
rx_flag          1
uart_rxd_d0      1
uart_rxd_d1      1
rx_cnt           4
uart_data        8
uart_done        1
clk_cnt         16
rxdata           8
final cells by class:
cell class / count / area [µm²]
multi-input combinational: 119 / 823
fill: 988 / 7020
timing repair buffer: 15 / 135
clock inverter: 2 / 35.0
clock buffer: 6 / 72.6
inverter: 9 / 33.8
tap: 129 / 161
sequential: 40 / 1000
power by group:
| group | leakage, nW | switching [W] | internal (W) |
|---|---|---|---|
| clock | 0.0552 | 0.000204 | 0.000285 |
| sequential | 0.532 | 0.0000709 | 0.000663 |
| combinational | 0.348 | 0.000126 | 0.000103 |
Power figures rest on the tool's default switching activity, not on a simulated workload.
