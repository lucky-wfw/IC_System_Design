**./run.sh**
```bash
#!/bin/bash
# OpenROAD 26Q1-2900-gdf79404cd8, Yosys 0.63+post, stock flow scripts
make -C /OpenROAD-flow-scripts/flow DESIGN_CONFIG=/design/flow/config.mk WORK_HOME=/design/flow/orfs finish
```
**./config.mk**
```make
export PLATFORM = sky130hd
export DESIGN_NAME = uart_send
export DESIGN_NICKNAME = uart_send
export VERILOG_FILES = /design/flow/design.v
export SDC_FILE = /design/flow/constraint.sdc
export NUM_CORES = 4
export LEC_CHECK = 1
export CORE_AREA = 10 10 103 103
export DIE_AREA = 0 0 113 113
```
**./constraint.sdc**
```tcl
current_design uart_send

set clk_period 2.8
set clk_io_pct 0.2

create_clock -name clk0 -period $clk_period [get_ports {sys_clk}]

set non_clock_inputs [all_inputs -no_clocks]
set_input_delay [expr $clk_period * $clk_io_pct] -clock clk0 $non_clock_inputs
set_output_delay [expr $clk_period * $clk_io_pct] -clock clk0 [all_outputs]
```
**./design.v**
```verilog
module uart_send(
  input sys_clk,
  input sys_rst_n,
  input uart_en,
  input [7:0] uart_din,
  output reg uart_txd
);
parameter CLK_FREQ = 50000;
parameter UART_BPS = 9600;
localparam BPS_CNT = CLK_FREQ/UART_BPS;
reg uart_en_d0;
reg uart_en_d1;
reg [15:0] clk_cnt;
reg [3:0] tx_cnt;
reg tx_flag;
reg [7:0] tx_data;
wire en_flag;
always @(posedge sys_clk, negedge sys_rst_n) begin
  if(!sys_rst_n) begin
    uart_en_d0 <= 1'b0;
    uart_en_d1 <= 1'b0;
  end
  else begin
    uart_en_d0 <= uart_en;
    uart_en_d1 <= uart_en_d0;
  end
end
assign en_flag = (~uart_en_d1) && uart_en_d0;
always @(posedge sys_clk, negedge sys_rst_n) begin
  if(!sys_rst_n) begin
    tx_flag <= 1'b0;
    tx_data <= 8'd0;
  end
  else if(en_flag == 1'b1) begin
    tx_flag <= 1'b1;
    tx_data <= uart_din;
  end
  else begin
    if((tx_cnt == 4'd9)&&(clk_cnt == BPS_CNT/2)) begin
      tx_flag <= 1'b0;
      tx_data <= 8'd0;
    end
    else begin
      tx_flag <= tx_flag;
      tx_data <= tx_data;
    end
  end
end
always @(posedge sys_clk, negedge sys_rst_n) begin
  if(!sys_rst_n) begin
    clk_cnt <= 16'd0;
    tx_cnt <= 4'd0;
  end
  else if(tx_flag == 1'b1) begin
    if(clk_cnt < (BPS_CNT - 1)) begin
      clk_cnt <= clk_cnt + 1'b1;
      tx_cnt <= tx_cnt;
    end
    else begin
      clk_cnt <= 16'd0;
      tx_cnt <= tx_cnt + 1'b1;
    end
  end
  else begin
    clk_cnt <= 16'd0;
    tx_cnt <= 4'd0;
  end
end
always @(posedge sys_clk, negedge sys_rst_n) begin
  if(!sys_rst_n) begin
    uart_txd <= 1'b1;
  end
  else if(tx_flag) begin
    case(tx_cnt)
      4'd0: uart_txd <= 1'b0;
      4'd1: uart_txd <= tx_data[0];
      4'd2: uart_txd <= tx_data[1];
      4'd3: uart_txd <= tx_data[2];
      4'd4: uart_txd <= tx_data[3];
      4'd5: uart_txd <= tx_data[4];
      4'd6: uart_txd <= tx_data[5];
      4'd7: uart_txd <= tx_data[6];
      4'd8: uart_txd <= tx_data[7];
      4'd9: uart_txd <= 1'b1;
      default: ;
    endcase
  end
  else begin
    uart_txd <= 1'b1;
  end
end
endmodule
```
==> results.yml <==
# generated from flow reports
sta:
  rsz0062_at_grt: "false"
  fin_crit_ns: 1.85
  min_period_over_period_pct: 66.2
  fmax_mhz: 539
  finClkSkew_ns: 0.00878
  setup_viol: 0
  drv_slew: 0
  finalSetupTns_ns: 0
  hold-worst-slack_ns: 0.412
  worst_slack_ns: 0.946
  hold_viol_final: 0
  tightest_slew_ns: 0.715
  slew-limit-headroom_pct: 52.2
yosys:
  synthCells: 110
  synthDistinctLibCells: 30
  ys_seq_share_pct: 62.4
  syn_area_mm2: 0.00129
  synth_warnings: 1
  synth_top_area_share_pct: 60.3
  top_cells_by_count: "dfrtp_1 (31), nand2_1 (19), a21oi_1 (12), nor2_1 (8), ha_1 (6)"
  largest_area_cell: "dfrtp_1"
  async_flop_share_pct: 100
  synth_flops: 32
  synth_top_cell_by_count: "dfrtp_1"
  ys_area_mm2: 0.00129
  topCellsByArea: "dfrtp_1 (60%), ha_1 (5.8%), nand2_1 (5.5%)"
  edf_count: 0
  synth_area_per_cell_um2: 11.7
  yosys_cells: 110
  flop_cell: "dfrtp_1"
floorplan:
  die_w_um: 113
  core_mm2: 0.00830
  die_h_um: 113
  io_pins: 12
  fp-row-count: 33
  fp_util_pct: 15.5
  die_area_mm2: 0.0128
power_and_ir_drop:
  p_total_uw: 1180
  power_density_mw_per_mm2: 709
  p_leak_uw: 0.000735
  max-vdd-ir-drop_mv: 0.183
global_route:
  grtUsageTotal_pct: 3.81
  grt_overflow_total: 0
  grt_max_degree: 33
  grt_pass1_wl_um: 4080
  grt_antenna_before_repair: 0
  grt_pass1_vias: 852
cells_and_area:
  stdcell_area_mm2: 0.00167
  syn2layout_area_growth_pct: 29.5
  drive_above_1_share_pct: 11.4
setup_path:
  crit_family: "flip-flops"
  endpoint: "uart_txd"
  critPathKind: "reg2out"
  crit_buf_inv: 1
  crit_chain: "clkdlybuf4s50_1"
  r2r-end: "tx_data[1]$_DFFE_PN0P_"
  reg2reg_slack_ns: 1.16
  critPathMaxFanout: 3
  crit_start: "uart_txd$_DFFE_PN1P_"
  required_ns: 2.24
  reg2reg_depth: 4
  arrival_ns: 1.29
  cp_slowest_cell: "dfstp_2"
  start_kind: "flip-flop"
  timing.rr.start: "clk_cnt[2]$_DFF_PN0_"
  max_stage_delay_ns: 0.55
  critical_path_depth: 1
  cp-end-kind: "primary output"
drt:
  drc: 0
  drtIter0Drc: 42
  ant_nets: 0
  num_vias: 828
  wirelength_um: 2230
  wl_per_cell_um: 9.12
  viasPerCell: 3.38
  first_pass_iters: 4
  n_antenna_cell: 0
outcome:
  outcome: "finished clean"
clock_network:
  postCtsSetupBuffers: 0
  cts_tree: "done"
  cts_max_path_buffers: 2
  cts_inserted_buffers: 5
  cts_hold_buffers: 0
  cts-resized-gates: 0
  root_buffer: "clkbuf_8"
  clk_pin_slew_ns: 0.07
  cts.sinks: 32
  clk_latency_ns: 0.28
  h-tree-depth: 2
run:
  warning_count: 29
  drv_cap: 0
place:
  placed_cell_area_mm2: 0.00157
  place_congestion: 0.760
  portBuffers: 11
  hpwl_um: 1610
  preCtsSetupSlack_ns: 1.14
min_path:
  hold_class: "reg2reg"
## sequential cells by signal, summed over array words and instances, names as in the netlist
signal	cells
uart_en_d1	1
tx_cnt	4
tx_flag	1
tx_data	8
uart_txd	1
uart_en_d0	1
clk_cnt	16
## cell type report
class | count | area [µm²]
Clock inverter | 2 | 10.0
Timing Repair Buffer | 12 | 118
Clock buffer | 6 | 82.6
Multi-Input combinational cell | 84 | 507
Tap cell | 105 | 131
Sequential cell | 32 | 802
Inverter | 4 | 15.0
Fill cell | 880 | 6630
## power breakdown
part	switching [µW]	leakage, µW	total (µW)	internal [µW]
logic	109	0.000302	233	124
registers	61.4	0.000381	590	528
clock network	161	0.0000510	357	196
## routing by layer
layer / global-route usage (%) / wire length (µm)
met5: 0 / 0
met3: 1.66 / 165
met4: 0.592 / 46
met1: 4.95 / 1020
met2: 5.88 / 1010
## how the worst min path moves through the flow
stage | startpoint | end | slack (ns) | depth (start not counted)
5_1_grt | uart_en_d0$_DFF_PN0_ | uart_en_d1$_DFF_PN0_ | 0.43 | 0
4_1_cts | uart_en_d0$_DFF_PN0_ | uart_en_d1$_DFF_PN0_ | 0.41 | 0
6_report | uart_en_d0$_DFF_PN0_ | uart_en_d1$_DFF_PN0_ | 0.41 | 0
## through the flow
stage	utilization (%)	std cells
global placement	19.0	237
global route	20.1	245
floorplan	-	122
finish	20.1	245
CTS	20.1	245
detailed placement	19.0	237
## layout by cell type (no fill, tap or decap), types with 3 or more instances in the layout
| master | netlist | final |
|---|---|---|
| a21oi_1 | 12 | 12 |
| clkbuf_8 | 0 | 6 |
| clkdlybuf4s50_1 | 0 | 11 |
| conb_1 | 1 | 13 |
| dfrtp_1 | 31 | 31 |
| ha_1 | 6 | 6 |
| inv_1 | 4 | 4 |
| nand2_1 | 19 | 19 |
| nor2_1 | 8 | 8 |
| nor4_2 | 3 | 3 |
## cell families after synthesis
| kind of cell | count (synthesis) | share of synthesized area, % |
|---|---|---|
| buffers and inverters | 6 | 1.75 |
| other | 1 | 0.292 |
| XOR/XNOR | 2 | 1.36 |
| AND/OR/NAND/NOR | 42 | 17.9 |
| adder cells (fa/ha/maj) | 6 | 5.84 |
| flip-flops | 32 | 62.4 |
| multiplexers | 2 | 1.56 |
| AND-OR/OR-AND | 19 | 8.95 |
Power and IR drop assume default switching activity.
